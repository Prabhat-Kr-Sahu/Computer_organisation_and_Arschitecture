==> flow/config.mk <==
export PLATFORM = sky130hd
export DESIGN_NAME = hazard_unit
export DESIGN_NICKNAME = hazard_unit
export VERILOG_FILES = /design/flow/design.v
export SDC_FILE = /design/flow/constraint.sdc
export NUM_CORES = 4
export LEC_CHECK = 1
export CORE_AREA = 10 10 70 70
export DIE_AREA = 0 0 80 80
==> flow/constraint.sdc <==
current_design hazard_unit

set clk_period 2.2
set clk_io_pct 0.2

create_clock -name clk0 -period $clk_period

set non_clock_inputs [all_inputs -no_clocks]
set_input_delay [expr $clk_period * $clk_io_pct] -clock clk0 $non_clock_inputs
set_output_delay [expr $clk_period * $clk_io_pct] -clock clk0 [all_outputs]
==> flow/design.v <==
`timescale 1ns / 1ps
module hazard_unit (
    input  wire [4:0] ID_rs1, ID_rs2,
    input  wire [4:0] EX_rs1, EX_rs2, EX_rd,
    input  wire [4:0] MEM_rd, WB_rd,
    input  wire       EX_RegWrite, MEM_RegWrite, WB_RegWrite,
    input  wire       EX_MemRead,
    input  wire       MEM_MemRead,  
    output reg  [1:0] ForwardA_Sel,
    output reg  [1:0] ForwardB_Sel,
    output reg        Stall,
    output reg        Flush  
);
    always @(*) begin
        ForwardA_Sel = 2'b00;
        ForwardB_Sel = 2'b00;
        Stall = 1'b0;
        Flush = 1'b0;  
        if (MEM_RegWrite && (MEM_rd != 5'b0) && (MEM_rd == EX_rs1) && !MEM_MemRead) begin
            ForwardA_Sel = 2'b01;  
        end
        else if (WB_RegWrite && (WB_rd != 5'b0) && (WB_rd == EX_rs1)) begin
            ForwardA_Sel = 2'b10;  
        end
        if (MEM_RegWrite && (MEM_rd != 5'b0) && (MEM_rd == EX_rs2) && !MEM_MemRead) begin
            ForwardB_Sel = 2'b01;
        end
        else if (WB_RegWrite && (WB_rd != 5'b0) && (WB_rd == EX_rs2)) begin
            ForwardB_Sel = 2'b10;
        end
        if (EX_MemRead && (EX_rd != 5'b0) && ((EX_rd == ID_rs1) || (EX_rd == ID_rs2))) begin
            Stall = 1'b1;
        end
    end
endmodule
==> flow/run.sh <==
#!/bin/bash
# OpenROAD 26Q1-2900-gdf79404cd8, Yosys 0.63+post, stock flow scripts
make -C /OpenROAD-flow-scripts/flow DESIGN_CONFIG=/design/flow/config.mk WORK_HOME=/design/flow/orfs finish
==> impl_metrics.yaml <==
# yosys + openroad results
run_status:
  status: "finished, final reports clean"
sta:
  rsz0062_at_grt: "true"
  hold_violations: 0
  setup_slack_ps: 43.8
  finalCriticalPeriod_ps: 2160
  finalCritPeriodShare: 0.980
  setup_viol: 0
  drv_slew: 0
  hold_ws_ps: 1320
  fmax_mhz: 464
final_layout:
  stdcell_count: 156
  fin_util: 0.297
  syn2layout_area_growth_pct: 148
  n_clock_buffer: 0
  fill_cells: 374
  drive_above_1_share: 0.336
  flop-count: 0
  regArea_um2: 0
routing:
  diodes: 0
  vias: 558
  drc: 0
  drtPass1Iterations: 4
  viasPerCell: 3.58
  wl_per_cell_um: 12.0
  wl_um: 1880
  ant_nets: 0
  drtIter0Drc: 14
critical_path:
  cp.arrival_ps: 1720
  path_class: "in -> out"
  crit_fanout: 2
  cp-end-kind: "output pin"
  required_ps: 1760
  cp-start-kind: "input port"
  crit_start: "MEM_rd[1]"
floorplan:
  core_um2: 3420
  die_w_um: 80
  ios: 46
  die_height_um: 80
  die_area_um2: 6400
  initCoreUtil: 0.120
  num_rows: 21
yosys:
  yosysWarnings: 1
  syn_area_um2: 409
  synthAoiAreaFrac: 0.0581
  syn_area_per_cell_um2: 7.87
  adder_share: 0
  yosys.stat.seqShare: 0
  synthCells: 52
  yosysCellCount: 52
  ys_area_um2: 409
  mux_area_frac: 0
  xor_share: 0.642
  simple_gate_area_frac: 0.272
  synthTopLogicFamily: "XOR/XNOR gates"
  synth_cell_types: 14
global_routing:
  overflow: 0
  grt_max_degree: 4
  grt_use_total: 0.0566
  grt_pass1_vias: 610
  grt_pass1_wl_um: 2990
  antenna_found_initial: 0
flow_run:
  max_cap_violations: 0
  warnings: 34
worst_hold_path:
  hold_path_class: "in -> out"
  min-delay-start: "WB_rd[0]"
pwr:
  ir_drop_mv: 0.0327
  p_leak_nw: 0.433
  power.total_w: 0.000166
  p_per_area_nw_per_um2: 164
placement:
  dp_worst_setup_slack_ps: -683
  hpwl_um: 1720
  routabilityCongestion: 0.882
  post-place-cells: 156
  io_buffer_count: 44
==> cell usage in the layout (no fill, tap or decap), drive strengths merged <==
master / n
clkdlybuf4s15: 3
nand3: 4
xnor2: 10
dlygate4sd2: 13
dlymetal6s2s: 1
buf: 24
a21oi: 1
clkdlybuf4s50: 15
nor3: 2
nor4: 4
conb: 1
nor2b: 1
or4: 5
clkbuf: 3
xor2: 20
o21ai: 3
==> cells by family (layout without fill, tap and decap cells) <==
group,Yosys count,count (layout)
compound gates,4,4
simple gates,16,16
other cells,1,1
buf+inv,1,59
xor+xnor,30,30
==> metal layers <==
metal  up-vias  track usage  share of wire
met3         0      0.00568          0.042
met2        11        0.108           0.56
met1       248       0.0699           0.40
met4         0            0              0
met5         -            0              0
li1        299            -              -
==> where the power goes <==
part	internal [W]	switching (W)	total, W
clock	0	0	0
sequential	0	0	0
combinational	0.000101	0.0000657	0.000166
total	0.000101	0.0000657	0.000166
==> worst max-delay path, stage by stage <==
cell     delay (ps)
buf_6            90
or4_4           540
o21ai_4         180
nor4_4           60
nor4_2          260
buf_2           130
==> synthesized netlist by cell type <==
master    n  share of area
nand3_1   4          0.049
conb_1    1         0.0092
nor4_1    2          0.031
o21ai_2   1          0.021
buf_4     1          0.018
nor4_2    2          0.061
nor2b_1   1          0.015
xnor2_1  10           0.21
a21oi_1   1          0.012
o21ai_1   1          0.012
nor3_1    2          0.024
xor2_1   20           0.43
or4_1     5          0.092
o21ai_0   1          0.012
==> cell type report <==
type	count	area, um^2	area share
Timing Repair Buffer	59	495	0.488
Multi-Input combinational cell	51	463	0.456
Tap cell	46	57.6	0.0567
==> metrics by stage <==
| stage | setup TNS, ps | area, um^2 |
|---|---|---|
| after floorplan | 0 | 409 |
| after global placement | -2590 | 1010 |
| after detailed placement | -2710 | 1010 |
| after CTS | 0 | 1020 |
| after global routing | -18.6 | 1020 |
| final | 0 | 1020 |
==> worst paths after layout <==
| path | end | slack (ps) | cells past startpoint |
|---|---|---|---|
| max | ForwardB_Sel[1] | 40 | 6 |
| min | ForwardB_Sel[1] | 1320 | 4 |
==> timing repair <==
item	in CTS	in global routing
cloned	0	0
pin swaps	13	5
buffers inserted	1	0
resized	67	11
hold buffers	0	0
setup endpoints to repair	5	3
No activity file was given, so power comes from the tool's default toggle rates.
